[design/flow/run.sh]
#!/bin/bash
# OpenROAD 26Q1-2900-gdf79404cd8, Yosys 0.63+post, stock flow scripts
make -C /OpenROAD-flow-scripts/flow DESIGN_CONFIG=/design/flow/config.mk WORK_HOME=/design/flow/orfs finish
[design/flow/config.mk]
export PLATFORM = sky130hd
export DESIGN_NAME = demux
export DESIGN_NICKNAME = demux
export VERILOG_FILES = /design/flow/design.v
export SDC_FILE = /design/flow/constraint.sdc
export NUM_CORES = 4
export LEC_CHECK = 1
export CORE_AREA = 10 10 70 70
export DIE_AREA = 0 0 80 80
[design/flow/design.v]
module demux(
    in_a,
    s,
    out_a
);
input in_a;
input [2:0] s;
output [7:0] out_a;
reg [7:0] out_a;
always @(*)
    if(s == 3'b000) begin
        out_a = 8'b0000_00000;
        out_a[0] = in_a;
    end
    else if(s == 3'b001) begin
        out_a = 8'b0000_00000;
        out_a[1] = in_a;
    end
    else if(s == 3'b010) begin
        out_a = 8'b0000_00000;
        out_a[2] = in_a;
    end
    else if(s == 3'b011) begin
        out_a = 8'b0000_00000;
        out_a[3] = in_a;
    end
    else if(s == 3'b100) begin
        out_a = 8'b0000_00000;
        out_a[4] = in_a;
    end
    else if(s == 3'b101) begin
        out_a = 8'b0000_00000;
        out_a[5] = in_a;
    end
    else if(s == 3'b110) begin
        out_a = 8'b0000_00000;
        out_a[6] = in_a;
    end
    else if(s == 3'b111) begin
        out_a = 8'b0000_00000;
        out_a[7] = in_a;
    end
endmodule
[design/flow/constraint.sdc]
current_design demux

set clk_period 1.5
set clk_io_pct 0.2

create_clock -name clk0 -period $clk_period

set non_clock_inputs [all_inputs -no_clocks]
set_input_delay [expr $clk_period * $clk_io_pct] -clock clk0 $non_clock_inputs
set_output_delay [expr $clk_period * $clk_io_pct] -clock clk0 [all_outputs]
==> CHANGELOG.md <==
### Physical design

* Post-Syn Area per Cell at 13.0 µm²
* Post-route cell area at 429 µm²
* CP Capture Type: output pin
* Die ar. at 6400 µm²
* Fmax achieved at 0.687 GHz
* Critical Path Start Type: primary input
* Period utilization at 97.0%
* First-pass GRT wire length at 869 µm
* Die Height at 80 µm
* Power, Total at 58.6 µW
* Layout cells sized above 1 at 44.4%
* Drt pass-1 iters at 2
* Area post-placement at 424 µm²
* Leakage power at 0.198 nW
* Dpl ws at -0.792 ns
* Vias at 175
* # DRC at 0
* Yosys chip area at 220 µm²
* Detailed Route Iter0 Violations at 4
* Synth cell types at 6
* Endpoints left unconstrained at 8
* Dpl cells at 82
* FP Util at 6.45%
* YS warnings at 1
* WP data required at 1.20 ns
* Initial antenna violation count at 0
* IO Port Bufs at 12
* Via density per instance at 2.13
* Total track usage at 1.65%
* Post-CTS Setup Inserts at 0
* Period minus WS final at 1.45 ns
* Register pins left without a clock at 8
* Mapped cell area at 220 µm²
* Drt wl/cell at 6.74 µm
* Site Rows at 21
* Die Span X at 80 µm
* Number of global-route vias before repair at 157
* Tool warning count at 32
* Max FO, Critical Path at 8
* I/O pins at 12
* Hold Fails Final Rpt at 0
* Dominant cell type by area after synthesis: dlxtn_1
* Setup TNS Final at 0 ns
* Detail Route Antenna Nets at 0
* Flops after synth at 8
* Outcome: finished clean
* Final worst setup slack at 0.0450 ns
* Max-cap violation count at 0
* Pin count of the biggest net entering global routing at 9
* WL final at 553 µm
* Cells after Synth at 17
* Final Instance Count excl. Fillers at 82
* PwrDens at 136 nW/µm²
* # Cells Yosys at 17
* Max-area cell share at 54.5%
* Worst vdd ir at 0.0229 mV
* Layout area overhead at 94.9%
* GPL Wtd Cong at 0.748
* Total grt overflow at 0
* WS Path Type: primary input to output pin
* Count of final setup violators at 0
* Largest cells by area: dlxtn_1, and4bb_2, and4b_2
* Final design utilization at 12.6%
* RSZ-0062 raised after global routing: false
* Worst Path Arrival at 1.15 ns
* Core box area at 3420 µm²
* Antenna Diode Count at 0
* Max reg flops at 8
* Cts-stage hold buffer count at 0
* Slew Limit Fails at 0
-- logic make-up after synthesis --
group / count (synthesis) / synth area share [%]
latches: 8 / 54.5
other: 1 / 1.70
and+or+nand+nor: 8 / 43.7
-- routing by layer --
| metal | vias to the layer above | wire length (µm) | track usage [%] |
|---|---|---|---|
| met5 | - | 0 | 0 |
| met4 | 0 | 0 | 0 |
| met3 | 0 | 143 | 1.59 |
| met2 | 10 | 155 | 1.85 |
| met1 | 68 | 254 | 2.27 |
| li1 | 97 | - | - |
-- synth_stat cells --
cell type,count
conb_1,1
dlxtn_1,8
nor4b_2,1
and4_2,1
and4bb_2,3
and4b_2,3
-- worst max-delay path by stage --
stage,cells past startpoint,slack (ns),end,startpoint
after CTS,4,0.01,out_a[5],s[1]
after global routing,4,0.01,out_a[3],s[2]
final,4,0.05,out_a[3],s[2]
-- worst max-delay path: stages --
cell and delay (ns):
buf_6 0.11, and4b_2 0.25, dlxtn_1 0.32, clkdlybuf4s15_1 0.17
-- layout by cell type (no fill, tap or decap) --
master           instances
buf_8                    3
and4_4                   1
and4bb_2                 3
and4b_2                  3
nor4b_4                  1
dlxtn_1                  8
clkdlybuf4s15_1          3
buf_2                    4
buf_6                    1
conb_1                   8
dlygate4sd2_1            1
-- report_power, final --
part / total (mW) / internal, mW / switching [mW]
Combinational: 0.0433 / 0.0272 / 0.0161
Clock: 0 / 0 / 0
Sequential: 0.0153 / 0.0141 / 0.00122
Total: 0.0586 / 0.0413 / 0.0173
-- area by class of cell --
| cell class | instances | area [µm²] |
|---|---|---|
| Tap cell | 46 | 57.6 |
| Multi-Input combinational cell | 16 | 136 |
| Fill cell | 395 | 2990 |
| Sequential cell | 8 | 120 |
| Timing Repair Buffer | 12 | 115 |
-- timing repair --
item,CTS,global route
gates resized,47,3
pin swaps,1,0
endpoints found under the setup margin,8,3
Power is estimated from default activity; no workload was simulated.
