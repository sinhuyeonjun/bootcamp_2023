==> flow/run.sh <==
#!/bin/bash
# OpenROAD 26Q1-2900-gdf79404cd8, Yosys 0.63+post, stock flow scripts
make -C /OpenROAD-flow-scripts/flow DESIGN_CONFIG=/design/flow/config.mk WORK_HOME=/design/flow/orfs finish
==> flow/config.mk <==
export PLATFORM = sky130hd
export DESIGN_NAME = shift_add_mul
export DESIGN_NICKNAME = shift_add_mul
export VERILOG_FILES = /design/flow/design.v
export SDC_FILE = /design/flow/constraint.sdc
export NUM_CORES = 4
export LEC_CHECK = 1
export CORE_AREA = 10 10 101 101
export DIE_AREA = 0 0 111 111
==> flow/constraint.sdc <==
current_design shift_add_mul

set clk_period 4.2
set clk_io_pct 0.2

create_clock -name clk0 -period $clk_period [get_ports {clk}]

set non_clock_inputs [all_inputs -no_clocks]
set_input_delay [expr $clk_period * $clk_io_pct] -clock clk0 $non_clock_inputs
set_output_delay [expr $clk_period * $clk_io_pct] -clock clk0 [all_outputs]
==> flow/design.v <==
module edge_detection(
    clk,
    n_rst,
    data,
    result
);
input clk;
input n_rst;
input data;
output result;
reg data_1;
reg data_2;
always @ (posedge clk or negedge n_rst)
begin
    if(!n_rst)
    begin
        data_1<=1'b0;
        data_2<=1'b0;
    end
    else
    begin
        data_1 <= data;
        data_2 <= data_1;
    end
end
assign result = (data_1 ==1'b1 && data_2==1'b0)?1'b1:1'b0;
endmodule
module shift_add_mul(
    clk,
    n_rst,
    in_a,
    in_b,
    start,
    done,
    product
);
input clk;
input n_rst;
input [3:0] in_a;
input [3:0] in_b;
input start;
input done;
output [7:0] product;
reg [7:0] product;
reg [2:0] cnt;
reg [7:0] in_a1;  
reg [3:0] in_b1;  
wire edge_start;  
always@(posedge clk or negedge n_rst)  
    if(!n_rst) begin
        cnt <= 3'h0;
    end
    else if(edge_start == 1 &&cnt==0) 
    begin
        cnt <= 3'h4;
    end
    else if(cnt!=0)
    begin
        cnt <=cnt-1;
    end
always@(posedge clk or negedge n_rst)
    if(!n_rst) begin
        in_a1 <= 8'b0000_0000;
    end
    else begin
        if(cnt == 4) begin
            in_a1 <= in_a;
        end
        else if(cnt <5 && cnt > 0) begin
            in_a1 <= {in_a1, 1'b0}; 
        end
        else begin
            in_a1 <= in_a1;
        end
    end
always@(posedge clk or negedge n_rst)
    if(!n_rst) begin
        in_b1 <= 4'b0;
    end
    else begin
        if(cnt == 4) begin
            in_b1 <= in_b;
        end
        else if(cnt <5 && cnt > 0) begin
            in_b1 <= {1'b0, in_b1[3:1]};
        end
        else begin
            in_b1 <= in_b1;
        end
    end
always@(posedge clk or negedge n_rst)  
    if(!n_rst) begin
        product <= 8'b0;
    end
    else begin
        if(cnt <5 && cnt > 0) begin
            if(in_b1[0] == 1) begin
                product <= product + in_a1;
            end    
            else if(in_b1[0] == 0) begin
                product <= product;
            end
        end
    end
edge_detection dut0(
    .clk(clk),
    .n_rst(n_rst),
    .data(start),
    .result(edge_start)
);
endmodule
==> impl_metrics.tcl <==
# implementation run metrics
set metrics [dict create \
    cts_buffer_count 3 \
    fp_util_pct 17.5 \
    cts_tree "built" \
    routedWlPerCell_um 10.9 \
    commonest_non_fill_non_tap_cells_in_the_layout "sky130_fd_sc_hd__dfrtp_1 (25), sky130_fd_sc_hd__clkdlybuf4s50_1 (18), sky130_fd_sc_hd__o21ai_0 (16), sky130_fd_sc_hd__nand2_1 (15), sky130_fd_sc_hd__a21oi_1 (10)" \
    synth-main-ff-cell "sky130_fd_sc_hd__dfrtp_1" \
    post_cts_buffers 0 \
    post-synth-top-area-fraction_pct 43.9 \
    ctsLongestPathBuffers 2 \
    area_leaders "sky130_fd_sc_hd__dfrtp_1 (44%), sky130_fd_sc_hd__ha_1 (7.9%), sky130_fd_sc_hd__mux2i_1 (6.3%)" \
    timing.final.setup_violations 0 \
    drtIter0Drc 36 \
    tns_ns 0 \
    cts.root.buffer_cell "sky130_fd_sc_hd__clkbuf_8" \
    syn_inst 141 \
    pin_count 20 \
    synth.yosys.chip_area_um2 1430 \
    synth-seq-area-share_pct 43.9 \
    timing.max_cap.violations 0 \
    endpoint_kind "flip-flop" \
    irDropWorstVdd_v 0.000224 \
    final_antenna_net_count 0 \
    antenna_found_initial 0 \
    numSynthFlops 25 \
    yosys_warnings 2 \
    synth-edff-count 0 \
    final_util_pct 21.7 \
    layout-drive-gt1-share_pct 7.55 \
    wirelength_um 2870 \
    gr-total-overflow 0 \
    worst_setup_path_start_kind "flip-flop" \
    cts_hold_buf 0 \
    avgViaCountPerCell 3.95 \
    first_global_vias 1101 \
    synth-async-reset-ratio_pct 100 \
    clk_pin_slew_ns 0.09 \
    warning_count 27 \
    outcome "finished clean" \
    drt_pre_antenna_iters 4 \
    ctsHtreeMaxLevel 1 \
    timing.critical_path.arrival_ns 2.34 \
    power_per_cell_area_nw_per_um2 773 \
    timing.reg2reg.worst_path_depth 5 \
    tightest_slew_ns 0.765 \
    core-area_um2 8130 \
    worst_hold_path.num_cells 0 \
    timing.clock.skew_ns 0.00529 \
    first_pass_grt_wire_length_um 5170 \
    diodes 0 \
    timing.max_slew.rel_slack_pct 49.0 \
    area_growth_pct 23.9 \
    drt_drc_violations_left 0 \
    cts_sinks 25 \
    die-height_um 111 \
    final_common_cell "sky130_fd_sc_hd__dfrtp_1" \
    rsz0062_at_grt "false" \
    largest_area_cell "sky130_fd_sc_hd__dfrtp_1" \
    hold_path_class "flip-flop to flip-flop" \
    synth.avg_cell_area_um2 10.1 \
    regToRegSetupSlack_ns 2.02 \
    die_x_um 111 \
    power.static_leakage_uw 0.000740 \
    cp_data_required_time_ns 4.36 \
    post-dp-hpwl_um 2130 \
    maxClockFrequency_mhz 458 \
    syn-cell-area_um2 1430 \
    insertion_delay_ns 0.27 \
    yosysCellCount 141 \
    period_used_pct 51.9 \
    crit_path_max_fanout 25 \
    place.gp.congestion 0.800 \
    ctsResizeCount 0 \
    period_minus_slack_ns 2.18 \
    routed-via-count 1043 \
    hold_viol 0 \
    std_cell_rows 33 \
    largest_net_degree_at_the_start_of_global_routing 26 \
    slew_viol_final 0 \
    place.port_buffers 18 \
    synthDistinctLibCells 31 \
    critPathKind "flip-flop to flip-flop" \
    globalRouteTotalUtil_pct 4.91 \
    chipArea_um2 12300 \
]
[flip-flops by register name, summed over array words and instances, names as in the netlist]
name         flops
dut0.data_2      1
product          8
cnt              3
in_a1            8
in_b1            4
dut0.data_1      1
[cell type report]
| class | instances | area [um^2] |
|---|---|---|
| fill | 847 | 6370 |
| multi-input combinational | 106 | 759 |
| sequential | 25 | 626 |
| timing repair buffer | 19 | 188 |
| tap | 105 | 131 |
| clock buffer | 4 | 45.0 |
| inverter | 5 | 18.8 |
[cell usage after synthesis (3+ instances only)]
cell type	instances
sky130_fd_sc_hd__nor2b_1	3
sky130_fd_sc_hd__nor2_1	4
sky130_fd_sc_hd__inv_1	5
sky130_fd_sc_hd__buf_2	3
sky130_fd_sc_hd__dfrtp_1	25
sky130_fd_sc_hd__ha_1	9
sky130_fd_sc_hd__mux2i_1	9
sky130_fd_sc_hd__and2_1	4
sky130_fd_sc_hd__nand2_1	15
sky130_fd_sc_hd__o21a_1	4
sky130_fd_sc_hd__o21ai_0	16
sky130_fd_sc_hd__mux2_2	3
sky130_fd_sc_hd__a211oi_1	8
sky130_fd_sc_hd__a21oi_1	10
sky130_fd_sc_hd__xor2_1	3
[worst paths after layout]
path                                            start                      to
min in group asynchronous                       n_rst    in_b1[0]$_DFFE_PN0P_
worst min register to register  dut0.data_1$_DFF_PN0_   dut0.data_2$_DFF_PN0_
max in group asynchronous                       n_rst  product[7]$_DFFE_PN0P_
worst max-delay path               cnt[0]$_DFFE_PN0P_  product[0]$_DFFE_PN0P_
worst min-delay path            dut0.data_1$_DFF_PN0_   dut0.data_2$_DFF_PN0_
worst max register to register     cnt[0]$_DFFE_PN0P_  product[0]$_DFFE_PN0P_
[logic make-up after synthesis]
family                   synth area share [%]
AND-OR/OR-AND                            20.2
AND/OR/NAND/NOR                          12.6
XOR/XNOR                                 2.46
buffers and inverters                    2.89
multiplexers                             8.68
adder cells (fa/ha/maj)                  9.30
flip-flops                               43.9
[report_power, final]
group / internal (uW) / switching, uW
Combinational: 383 / 373
Sequential: 354 / 115
Clock: 67.8 / 73.5
Total: 805 / 561
[through the flow]
stage / setup WS [ns] / hold slack [ns] / std cells / total power (uW) / cell area (um^2)
after floorplan: 2.41 / 0.347 / 141 / 1040 / 1430
after global placement: 2.05 / 0.355 / 260 / 1220 / 1720
after detailed placement: 2.03 / 0.357 / 260 / 1240 / 1720
after CTS: 2.01 / 0.377 / 264 / 1390 / 1770
after global routing: 1.76 / 0.391 / 264 / 1540 / 1770
final: 2.02 / 0.375 / 264 / 1370 / 1770
[layer usage]
metal | routed length [um] | vias to the layer above | GRT usage, %
met3 | 197 | 2 | 1.75
met4 | 14 | 0 | 0.347
met2 | 1220 | 17 | 7.67
met1 | 1430 | 479 | 6.66
met5 | 0 | - | 0
li1 | - | 545 | -
[worst max-delay path, stage by stage (launching register included)]
cell	delay, ns
sky130_fd_sc_hd__dfrtp_1	0.44
sky130_fd_sc_hd__inv_1	0.10
sky130_fd_sc_hd__ha_1	0.66
sky130_fd_sc_hd__nand2b_1	0.22
sky130_fd_sc_hd__nand3_2	0.29
sky130_fd_sc_hd__mux2_2	0.37
Power figures rest on the tool's default switching activity, not on a simulated workload.
