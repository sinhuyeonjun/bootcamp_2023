==> flow/design.v <==
module full_adder1bit(
    in_a,
    in_b,
    c_in,
    sum,
    c_out
);
input in_a;
input in_b;
input c_in;
output sum;
output c_out;
wire sum1;
wire c_out1;
wire c_out2;
half_adder dut1(
    .in_a(in_a),
    .in_b(in_b),
    .sum(sum1),
    .c_out(c_out1)
);
half_adder dut2(
    .in_a(sum1),
    .in_b(c_in),
    .sum(sum),
    .c_out(c_out2)
);
assign c_out = c_out1 | c_out2;
endmodule
module full_adder32bit(
    in_a,
    in_b,
    c_in,
    sum,
    c_out
);
input [31:0] in_a;
input [31:0] in_b;
input c_in;
output [31:0] sum;
output c_out;
wire c_out1;
wire c_out2;
wire c_out3;
wire c_out4;
wire c_out5;
wire c_out6;
wire c_out7;
full_adder4bit dut1(
    .in_a(in_a[3:0]),
    .in_b(in_b[3:0]),
    .c_in(c_in),
    .sum(sum[3:0]),
    .c_out(c_out1)
);
full_adder4bit dut2(
    .in_a(in_a[7:4]),
    .in_b(in_b[7:4]),
    .c_in(c_out1),
    .sum(sum[7:4]),
    .c_out(c_out2)
);
full_adder4bit dut3(
    .in_a(in_a[11:8]),
    .in_b(in_b[11:8]),
    .c_in(c_out2),
    .sum(sum[11:8]),
    .c_out(c_out3)
);
full_adder4bit dut4(
    .in_a(in_a[15:12]),
    .in_b(in_b[15:12]),
    .c_in(c_out3),
    .sum(sum[15:12]),
    .c_out(c_out4)
);
full_adder4bit dut5(
    .in_a(in_a[19:16]),
    .in_b(in_b[19:16]),
    .c_in(c_out4),
    .sum(sum[19:16]),
    .c_out(c_out5)
);
full_adder4bit dut6(
    .in_a(in_a[23:20]),
    .in_b(in_b[23:20]),
    .c_in(c_out5),
    .sum(sum[23:20]),
    .c_out(c_out6)
);
full_adder4bit dut7(
    .in_a(in_a[27:24]),
    .in_b(in_b[27:24]),
    .c_in(c_out6),
    .sum(sum[27:24]),
    .c_out(c_out7)
);
full_adder4bit dut8(
    .in_a(in_a[31:28]),
    .in_b(in_b[31:28]),
    .c_in(c_out7),
    .sum(sum[31:28]),
    .c_out(c_out)
);
endmodule
module full_adder4bit(
    in_a,
    in_b,
    c_in,
    sum,
    c_out
);
input [3:0] in_a;
input [3:0] in_b;
input c_in;
output [3:0] sum;
output c_out;
wire c_out1;
wire c_out2;
wire c_out3;
full_adder1bit dut1(
    .in_a(in_a[0]),
    .in_b(in_b[0]),
    .c_in(c_in),
    .sum(sum[0]),
    .c_out(c_out1)
);
full_adder1bit dut2(
    .in_a(in_a[1]),
    .in_b(in_b[1]),
    .c_in(c_out1),
    .sum(sum[1]),
    .c_out(c_out2)
);
full_adder1bit dut3(
    .in_a(in_a[2]),
    .in_b(in_b[2]),
    .c_in(c_out2),
    .sum(sum[2]),
    .c_out(c_out3)
);
full_adder1bit dut4(
    .in_a(in_a[3]),
    .in_b(in_b[3]),
    .c_in(c_out3),
    .sum(sum[3]),
    .c_out(c_out)
);
endmodule 
module half_adder(
  in_a,
  in_b,
  sum,
  c_out
);
input in_a;
input in_b;
output sum;
output c_out;
assign c_out = in_a & in_b;
assign sum = in_a ^ in_b;
endmodule
==> flow/run.sh <==
#!/bin/bash
# OpenROAD 26Q1-2900-gdf79404cd8, Yosys 0.63+post, stock flow scripts
make -C /OpenROAD-flow-scripts/flow DESIGN_CONFIG=/design/flow/config.mk WORK_HOME=/design/flow/orfs finish
==> flow/config.mk <==
export PLATFORM = sky130hd
export DESIGN_NAME = full_adder32bit
export DESIGN_NICKNAME = full_adder32bit
export VERILOG_FILES = /design/flow/design.v
export SDC_FILE = /design/flow/constraint.sdc
export NUM_CORES = 4
export LEC_CHECK = 1
export CORE_AREA = 10 10 104 104
export DIE_AREA = 0 0 114 114
==> flow/constraint.sdc <==
current_design full_adder32bit

set clk_period 25.0
set clk_io_pct 0.2

create_clock -name clk0 -period $clk_period

set non_clock_inputs [all_inputs -no_clocks]
set_input_delay [expr $clk_period * $clk_io_pct] -clock clk0 $non_clock_inputs
set_output_delay [expr $clk_period * $clk_io_pct] -clock clk0 [all_outputs]
==> run summary <==
Summary of implementation figures.

Run status
The run finished with clean final reports.

Timing
In the final report, the number of hold violations comes to 0. The share of the clock period used by the worst path after layout is 0.938. The highest clock frequency the design can meet is 0.0426 GHz. The final timing report derives a shortest allowable period of 23.45 ns.

Per the finish-stage timing summary, setup violations number 0. The final tally of max-slew violations is 0. Setup repair after global routing left no endpoint under its margin. The total negative slack is 0 ns.

Checking max transition, the worst relative margin is 0.922. At the pin with the least slew margin, the transition time is ~0.12 ns.

Cells and area
The combined flip-flop and latch cell area is 0 µm². Of the cells placed in the final design, the portion with a size suffix greater than 1 is 0. The final design instance area without fill is approximately 0.0018 mm².

Compared with the post-synthesis result, the final layout area differs by 95.4%. The number of clock buffer instances in the layout is 0. The design has 0 sequential cells.

Drt
The final antenna diode count is 0. The total DRC errors in the routed layout is 0. The first-pass iteration count of the detailed router is 4. The count of nets left with antenna violations once routing finished came out at 0. The detailed router reported a total wirelength of between 3000 and 4000 µm. TritonRoute output was used to compute an average wire per cell of ~13 µm. The total via count after detailed routing is around 740. In this run, the number of DRC markers left after iteration 0 of detailed routing was 6. The via density per instance is 2.99.

Worst setup path
STA classifies the critical path startpoint as a primary input. The highest net fanout along the worst path is 1. For this design, the slowest cell found on the critical path is sky130_fd_sc_hd__clkdlybuf4s50_1. The most prevalent standard cell on the critical path is sky130_fd_sc_hd__fa_1. Per STA, the highest per-stage delay on the worst path measures roughly 0.47 ns. STA puts the critical path data arrival time at about 18 ns.

By startpoint and endpoint, the worst setup path is classified as primary input to output pin. The type of element capturing the critical path is an output pin. The required time at the worst-slack endpoint is ~20 ns.

Power and ir drop
The report lists the power per cell area as ~24 mW/mm². The part of the power in the clock network is 0. Of the total power, registers draw 0. The internal cell power is ~0.032 mW. The share of total power dissipated in combinational logic is 1.000.

The switching power is 0.0112 mW. In this run the VDD rail shows a maximum IR drop of between 0.008 and 0.009 mV. The switching portion of total power is 0.261.

Summed over all cells, the static leakage comes to ~0.67 nW.

Die
The core footprint is ~0.0087 mm². The die outline area is approximately 0.013 mm². In this run the count of I/O pins placed on the die edge is roughly 98.

Per the OpenROAD floorplan log, the height of the die is about 110 µm. The row count is 34. The width of the die is ~110 µm. The floorplan-stage core utilization is 0.106.

GRT
The via count of the first global-routing pass came to between 900 and 1000. On met2, the global router reports a usage of 0.0558. The overall fraction of global-route tracks in use is 0.0451. The global routing report lists met1 layer usage as 0.0579. For this run, global-route usage on met3 was measured as 0.0447.

The final global-route overflow total is 0. The initial antenna violation count is 0. The first global-routing pass estimated 4750 µm of wire. The global routing's busiest layer is met1. Entering global routing, the biggest net connects 2 pins.

Synthesis
In this run the mean area of a mapped cell was ~12 µm². The instance tally after logic synthesis is ~74. The number of distinct standard cells referenced by the synthesized netlist is 3. The share of synthesized area occupied by flip-flops and latches is 0. According to the Yosys statistics, the synthesized design has a chip area of ~920 µm². The post-synthesis instance area is ~920 µm².

For this run, the number of Yosys warnings is 0. The cell count listed in synth_stat.txt is about 74.

Clocking
The post-CTS hold buffer count recorded in the log is 0. Buffers added to address setup during post-CTS repair amount to 0. The post-cts sizing count is 0.

Place
The final weighted congestion recorded by global placement is 0.734. Summed over all nets, the half-perimeter wirelength after detailed placement is 3090 µm. After detailed placement, the total cell area comes to ~0.0018 mm². During placement, the flow inserted port buffers numbering approximately 98.

Job
The number of violations of the max-capacitance limit is 0. The OpenROAD warning count is 32.

Worst hold path
The min-delay analysis places its worst path in the category primary input to output pin.
synthesized netlist by cell type:
cell                    count  share of area
sky130_fd_sc_hd__buf_4     32           0.26
sky130_fd_sc_hd__fa_1      32           0.70
sky130_fd_sc_hd__inv_1     10          0.041
logic make-up (layout without fill, tap and decap cells):
kind of cell | count (synthesis) | after routing | share of synthesized area
buffers and inverters | 42 | 108 | 0.302
adder cells (fa/ha/maj) | 32 | 32 | 0.698
through the flow:
| stage | utilization | cells | setup WS [ns] | power (mW) | hold WS, ns |
|---|---|---|---|---|---|
| after floorplan | - | 74 | 2.79 | 0.0209 | 10.22 |
| after global placement | 0.207 | 248 | 1.56 | 0.0443 | 11.04 |
| after detailed placement | 0.207 | 248 | 1.46 | 0.0443 | 11.05 |
| after CTS | 0.207 | 248 | 1.46 | 0.0446 | 11.06 |
| after global routing | 0.207 | 248 | 1.15 | 0.0489 | 11.08 |
| final | 0.207 | 248 | 1.55 | 0.0430 | 11.04 |
power by group through the flow:
stage | clock (mW) | combinational [mW] | sequential, mW
6_report | 0 | 0.0430 | 0
5_1_grt | 0 | 0.0489 | 0
4_1_cts | 0 | 0.0446 | 0
cell usage in the layout, fill, tap and decap left out:
master	n
sky130_fd_sc_hd__fa_1	32
sky130_fd_sc_hd__inv_1	10
sky130_fd_sc_hd__clkdlybuf4s50_1	98
area by class of cell:
| cell class | count | area (µm²) |
|---|---|---|
| Inverter | 10 | 37.5 |
| Fill cell | 965 | 6880 |
| Tap cell | 108 | 135 |
| Timing Repair Buffer | 98 | 981 |
| Multi-Input combinational cell | 32 | 641 |
worst paths after layout:
check | startpoint | endpoint | slack (ns) | depth (start not counted)
hold / removal | c_in | sum[0] | 11.04 | 5
setup / recovery | in_a[0] | sum[31] | 1.55 | 38
layer usage:
layer | wire length [µm] | share of wire
met3 | 868 | 0.28
met1 | 1360 | 0.43
met4 | 0 | 0
met2 | 902 | 0.29
met5 | 0 | 0
critical path: cells and delay by family:
| kind | cells | cell delay (ns) |
|---|---|---|
| buf+inv | 6 | 1.12 |
| fa+ha+maj | 32 | 12.32 |
No activity file was given, so power comes from the tool's default toggle rates.
